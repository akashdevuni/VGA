[./design.v]
 module SYNC_GEN_COUNTER#(parameter HEIGHT = 768,WIDTH = 683,
                                    H_F_P = 32,H_S = 56,H_B_P = 125,H_L = 896,
												V_F_P = 3,V_S = 6,V_B_P = 18,V_L = 795)   
												(output reg [$clog2(H_L)-1:0] H_count,output reg [$clog2(V_L)-1:0] V_count, output L_data,H_sync,V_sync,
												 input clk);
 wire H_F_P_S, H_S_S, H_B_P_S, H_reset;
 wire V_F_P_S, V_S_S, V_B_P_S, V_reset;
 always@(posedge clk) begin   
 if(H_reset) H_count <= 0;
 else H_count = H_count + 1;
 end
 always@(posedge clk) begin   
 if(H_reset) V_count <= V_count + 1;
 else if (V_reset) V_count <= 0;
 end
 assign H_reset = (H_count == H_L);
 assign V_reset = (V_count == V_L);
 assign H_sync  = !(H_S_S&(!H_B_P_S));      
 assign V_sync  = !(V_S_S&(!V_B_P_S));      
 assign L_data  = !(H_F_P_S||V_F_P_S);
 always@(*) begin                     
 if(H_count == WIDTH) H_F_P_S = 1;
 else if(H_reset) H_F_P_S = 0;
 end
  always@(*) begin                     
 if(H_count == (WIDTH + H_F_P)) H_S_S = 1;
 else if(H_reset) H_S_S = 0;
 end
   always@(*) begin                     
 if(H_count == (H_L - H_B_P)) H_B_P_S = 1;
 else if(H_reset) H_B_P_S = 0;
 end
  always@(*) begin                     
 if(V_count == HEIGHT) V_F_P_S = 1;
 else if(V_reset) V_F_P_S = 0;
 end
  always@(*) begin                     
 if(V_count == (HEIGHT + V_F_P)) V_S_S = 1;
 else if(V_reset) V_S_S = 0;
 end
   always@(*) begin                     
 if(V_count == (V_L - V_B_P)) V_B_P_S = 1;
 else if(V_reset) V_B_P_S = 0;
 end
 endmodule
[./constraint.sdc]
current_design SYNC_GEN_COUNTER

set clk_period 3.5
set clk_io_pct 0.2

create_clock -name clk0 -period $clk_period [get_ports {clk}]

set non_clock_inputs [all_inputs -no_clocks]
set_input_delay [expr $clk_period * $clk_io_pct] -clock clk0 $non_clock_inputs
set_output_delay [expr $clk_period * $clk_io_pct] -clock clk0 [all_outputs]
[./run.sh]
#!/bin/bash
# OpenROAD 26Q1-2900-gdf79404cd8, Yosys 0.63+post, stock flow scripts
make -C /OpenROAD-flow-scripts/flow DESIGN_CONFIG=/design/flow/config.mk WORK_HOME=/design/flow/orfs finish
[./config.mk]
export PLATFORM = sky130hd
export DESIGN_NAME = SYNC_GEN_COUNTER
export DESIGN_NICKNAME = SYNC_GEN_COUNTER
export VERILOG_FILES = /design/flow/design.v
export SDC_FILE = /design/flow/constraint.sdc
export NUM_CORES = 4
export LEC_CHECK = 1
export CORE_AREA = 10 10 113 113
export DIE_AREA = 0 0 123 123
==> results.yml <==
# generated from flow reports
status:
  status: "completed"
worst_setup_path:
  critPathLaunchType: "register"
  critPathMaxFanout: 14
  cpLargestDelayFamily: "flip-flops"
  cp_cell_sequence: "clkdlybuf4s50_1"
  arrival_ps: 1470
  crit_type: "register to output pin"
  end_kind: "output pin"
  crit_required_ps: 2800
  critPathMaxStageDelay_ps: 650
  r2r_cells: 3
  crit_buf_inv: 1
  cp.depth: 1
  critPathSlowestCell: "edfxtp_1"
clock_tree:
  cts.reportedPaths.clkPinSlew_ps: 70
  cts.path.max_buffers: 2
  cts_tree: "built"
  htree_levels: 1
  hold_buffers: 0
  cts-resized-gates: 0
  cts_root_buffer: "clkbuf_8"
  cts_buffers: 3
  post_cts_buffers: 0
  worstSkewPairLatency_ps: 260
layout:
  post-route-util_pct: 16.8
  lay_top_count: "clkdlybuf4s50_1"
  lay_top_cells: "clkdlybuf4s50_1, nand3_1, dfxtp_1, edfxtp_1, nor2_1"
  postLayoutCellArea_um2: 1740
  fin_cells: 295
  syn_to_final_growth_pct: 30.5
  drive_gt1_share_pct: 4.40
yosys:
  synth_async_sr_flop_share_pct: 0
  flop_cell: "edfxtp_1"
  ys_warn_count: 13
  syn_avg_cell_area_um2: 9.51
  yosys_area_um2: 1330
  edf_count: 10
  ys.flops: 26
  syn_area_um2: 1330
  ys_cells: 140
  synthDistinctLibCells: 44
  syn_inst: 140
timing:
  clock.fmax_mhz: 461
  fin_crit_ps: 2170
  slew_violations: 0
  unclocked_regs: 6
  rsz0062_at_grt: "false"
  finalHoldViolCount: 0
  fin_crit_sh_pct: 62.0
  slew_headroom_pct: 68.4
  clock-skew-final_ps: 3.10
  tightest_slew_ps: 474
  setup_viol: 0
  untimed_endpoints: 9
  setup_slack_ps: 1330
  fin_tns_setup_ps: 0
die:
  row_count: 37
  pin_count: 24
  dieArea_um2: 15100
  core_area_um2: 10300
  die_w_um: 123
  core_util_floorplan_pct: 12.9
  die_h_um: 123
grt:
  grt_pass1_wl_um: 5140
  grt_usage_pct: 4.08
  grt_pass1_vias: 1043
  grt_max_degree: 15
  overflow: 0
  antenna_found_initial: 0
drt:
  drt-initial-drc-count: 96
  dr.pass1.iters: 4
  drc: 0
  via_count: 1078
  detail-route-antenna-nets: 0
  via_per_inst: 3.65
  wl_per_cell_um: 11.0
  routed_wl_um: 3240
  antennaDiodeCount: 0
flow_run:
  drv_cap: 0
  warnings: 29
power_and_ir_drop:
  p_per_area_nw_per_um2: 229
  vdd_drop_max_uv: 82.5
  power.leakage_nw: 0.616
place:
  hpwlAfterDp_um: 2490
  place_ws_ps: 1410
  dp.cells: 291
  globalplace.congestion: 0.847
  io_buffers: 23
  placed_area_um2: 1690
min_path:
  hold_path_class: "register to register"
  whs_path_depth: 2
registers in the layout, summed over array words and instances (netlist names):
| register | flops |
|---|---|
| H_count | 10 |
| V_count | 10 |
| H_B_P_S | 1 |
| H_F_P_S | 1 |
| H_S_S | 1 |
| V_B_P_S | 1 |
| V_F_P_S | 1 |
| V_S_S | 1 |
cells by family (layout without fill, tap and decap cells):
logic type                 count (synthesis)  after routing  share of synthesized area (%)
buffers and inverters                     15             34                           4.98
AOI/OAI and AO/OA                         20             20                           9.96
and+or+nand+nor                           63             63                           28.3
adders and majority gates                  6              6                           5.64
xor gates and xnor gates                   9              9                           5.92
DFF                                       20             20                           37.6
latches                                    6              6                           6.77
muxes                                      1              1                          0.846
per-stage QoR:
stage / hold WS, ps / power (mW)
floorplan: 447 / 0.249
CTS: 499 / 0.403
finish: 496 / 0.399
detailed placement: 486 / 0.249
global route: 515 / 0.412
global placement: 484 / 0.249
per-layer routing:
layer,share of wire (%),track usage [%],vias up
li1,-,-,544
met1,45,5.04,515
met2,49,7.13,15
met3,3.6,0.786,4
met4,2.4,1.09,0
met5,0,0,-
worst register-to-register path, stage by stage (launching register included):
cell and delay [ps]:
dfxtp_1 370, or3b_1 490, nor3_2 450, a41o_1 450
power by group:
part | total [mW] | switching, mW | internal [mW] | leakage, nW
registers | 0.243 | 0 | 0.243 | 0.243
clock network | 0.155 | 0.0744 | 0.0809 | 0.0228
logic | 0.000000351 | 0 | 0 | 0.351
total | 0.399 | 0.0744 | 0.324 | 0.616
path summary, 6_finish.rpt:
check                           startpoint                  endpoint  slack, ps
setup / recovery  V_count[3]$_SDFFCE_PP0P_                V_count[3]       1330
hold / removal       H_count[9]$_SDFF_PN0_     H_count[9]$_SDFF_PN0_        500
setup reg to reg     H_count[2]$_SDFF_PN0_  V_count[5]$_SDFFCE_PP0P_       1400
hold reg to reg      H_count[9]$_SDFF_PN0_     H_count[9]$_SDFF_PN0_        500
cell usage after synthesis (all sizes together) (2+ instances only):
cell	n	area, µm²
a21oi	5	25.0
and2	3	21.3
and3	3	18.8
buf	4	25.0
clkbuf	4	15.0
dfxtp	10	200
dlxtn	6	90.1
edfxtp	10	300
ha	6	75.1
inv	7	26.3
nand2	5	18.8
nand2b	3	18.8
nand3	12	60.1
nand3b	2	15.0
nand4	2	12.5
nor2	10	37.5
nor3	3	20.0
nor4	3	18.8
nor4bb	2	20.0
o21ai	6	30.0
o31ai	2	15.0
or3	4	25.0
or3b	2	17.5
or4	3	22.5
xnor2	7	61.3
xor2	2	17.5
layout make-up:
type	instances	area (µm²)
fill	1121	8590
multi-input combinational	99	674
sequential	26	591
timing repair buffer	23	230
tap	136	170
clock buffer	4	45.0
inverter	7	26.3
Power is estimated from default activity; no workload was simulated.
